==> ./design.v <==
module ControlUnit(
    input wire[5:0] opcode,
    input wire[4:0] rs_address,
    input wire[4:0] rt_address,
    input wire[5:0] funct,
    input wire e_is_load,
    input wire e_reg_write,
    input wire[4:0] e_write_reg,
    input wire m_is_load,
    input wire m_reg_write,
    input wire[4:0] m_write_reg,
    input wire is_equal, 
    output reg d_dr_A,
    output reg e_alu_out_A,
    output reg m_alu_out_A,
    output reg m_read_data_A,
    output reg d_dr_B,
    output reg e_alu_out_B,
    output reg m_alu_out_B,
    output reg m_read_data_B,
    output reg m_forward,
    output reg pc_jump,
    output reg pc_jr,
    output reg pc_branch,
    output reg[3:0] alu_control,
    output reg[1:0] alu_src_A, 
    output reg[1:0] alu_src_B, 
    output reg[1:0] reg_dst, 
    output reg extend_sign,
    output reg is_load,
    output reg is_display,
    output reg mem_to_reg,
    output reg mem_write,
    output reg mem_used,
    output reg reg_write,
    output reg stall,
    output reg d_rst
);
reg used_rs,used_rt;
reg is_link,is_store;
always @(*)
begin
    reg_write=0;
    mem_to_reg=0;
    reg_dst=0;
    extend_sign=0;
    is_load=0;
    mem_write=0;
    mem_used=0;
    alu_src_A=0;
    alu_src_B=0;
    used_rs=0;
    used_rt=0;
    is_link=0;
    is_store=0;
    is_display=0;
    pc_jr=0;
    pc_branch=0;
    pc_jump=0;
    case(opcode)
    6'b000000:
    begin
        case(funct)        
        6'b100000: 
        begin
            reg_write=1;
            alu_control=0;
            used_rs=1;
            used_rt=1;
        end
        6'b100001: 
        begin
            reg_write=1;
            alu_control=1;
            used_rs=1;
            used_rt=1;
        end
        6'b100010: 
        begin
            reg_write=1;
            alu_control=2;
            used_rs=1;
            used_rt=1;
        end
        6'b100011: 
        begin
            reg_write=1;
            alu_control=3;
            used_rs=1;
            used_rt=1;
        end
        6'b100100: 
        begin
            reg_write=1;
            alu_control=4;
            used_rs=1;
            used_rt=1;
        end
        6'b100111: 
        begin
            reg_write=1;
            alu_control=5;
            used_rs=1;
            used_rt=1;
        end
        6'b100101: 
        begin
            reg_write=1;
            alu_control=6;
            used_rs=1;
            used_rt=1;
        end
        6'b100110: 
        begin
            reg_write=1;
            alu_control=7;
            used_rs=1;
            used_rt=1;
        end
        6'b101010: 
        begin
            reg_write=1;
            alu_control=8;
            used_rs=1;
            used_rt=1;
        end
        6'b101011: 
        begin
            reg_write=1;
            alu_control=9;
            used_rs=1;
            used_rt=1;
        end
        6'b000000: 
        begin
            reg_write=1;
            alu_control=10;
            alu_src_A=1;
            used_rs=1;
            used_rt=1;
        end
        6'b000100: 
        begin
            reg_write=1;
            alu_control=11;
            used_rs=1;
            used_rt=1;
        end
        6'b000010: 
        begin
            reg_write=1;
            alu_control=12;
            alu_src_A=1;
            used_rs=1;
            used_rt=1;
        end
        6'b000110: 
        begin
            reg_write=1;
            alu_control=13;
            used_rs=1;
            used_rt=1;
        end
        6'b000011: 
        begin
            reg_write=1;
            alu_control=14;
            alu_src_A=1;
            used_rs=1;
            used_rt=1;
        end
        6'b000111: 
        begin
            reg_write=1;
            alu_control=15;
            used_rs=1;
            used_rt=1;
        end
        6'b001000: 
        begin
            reg_write=0;
            pc_jr=1;
            used_rs=1;
            is_link=1;
        end
        endcase
    end
    6'b001000: 
    begin
        reg_write=1;
        alu_control=0;
        alu_src_B=1;
        used_rs=1;
        reg_dst=1;
        extend_sign=1;
    end
    6'b001001: 
    begin
        reg_write=1;
        alu_control=1;
        alu_src_B=1;
        used_rs=1;
        reg_dst=1;
    end
    6'b001100: 
    begin
        reg_write=1;
        alu_control=4;
        alu_src_B=1;
        used_rs=1;
        reg_dst=1;
    end
    6'b000100: 
    begin
        if(is_equal)
        begin
            pc_branch=1;
            is_link=1;
        end
        extend_sign=1;
        used_rs=1;
        used_rt=1;
    end
    6'b000101: 
    begin
        if(~is_equal)
        begin
            pc_branch=1;
            is_link=1;
        end
        extend_sign=1;
        used_rs=1;
        used_rt=1;
    end
    6'b001101: 
    begin
        reg_write=1;
        alu_control=6;
        alu_src_B=1;
        used_rs=1;
        reg_dst=1;
    end
    6'b001110: 
    begin
        reg_write=1;
        alu_control=7;
        alu_src_B=1;
        used_rs=1;
        reg_dst=1;      
    end
    6'b001010: 
    begin
        reg_write=1;
        alu_control=8;
        alu_src_B=1;
        used_rs=1;
        reg_dst=1;
    end
    6'b001011: 
    begin
        reg_write=1;
        alu_control=9;
        alu_src_B=1;
        used_rs=1;
        reg_dst=1;
    end
    6'b100011: 
    begin
        reg_write=1;
        alu_control=0;
        alu_src_B=1;
        mem_to_reg=1;
        mem_used=1;
        reg_dst=1;
        is_load=1;
        used_rs=1;        
        extend_sign=1;
    end
    6'b101011: 
    begin
        alu_control=0;
        alu_src_B=1;
        mem_used=1;
        mem_write=1;
        is_store=1;
        used_rs=1;
        used_rt=1;
    end
    6'b000010: 
    begin
        pc_jump=1;
        is_link=1;
    end
    6'b000011: 
    begin
        reg_write=1;
        alu_control=0;
        pc_jump=1;
        alu_src_A=2;
        alu_src_B=2;
        mem_to_reg=0;
        reg_dst=2;
        is_link=1;
    end
    6'b111111: 
    begin
        is_display=1;
    end
    endcase
end
always @(*)
begin
    stall=0;
    m_forward=0;
    d_dr_A=1;
    e_alu_out_A=0;
    m_alu_out_A=0;
    m_read_data_A=0;
    d_rst=0;
    d_dr_B=1;
    e_alu_out_B=0;
    m_alu_out_B=0;
    m_read_data_B=0;
    if(used_rs&&rs_address!=0)
    begin       
        if(rs_address==e_write_reg&&e_reg_write)
        begin
            if(e_is_load)
                stall=1;
            else
            begin
                e_alu_out_A=1;
                d_dr_A=0;
            end
        end
        else if(rs_address==m_write_reg&&m_reg_write)
        begin
            if(m_is_load)
            begin
                m_read_data_A=1;
                d_dr_A=0;
            end
            else
            begin
                m_alu_out_A=1;
                d_dr_A=0;
            end
        end
    end
    if(used_rt&&rt_address!=0)
    begin
        if(rt_address==e_write_reg&&e_reg_write)
        begin
            if(e_is_load)
            begin
                if(is_store==0)
                    stall=1;
                else
                    m_forward=1;
            end
            else
            begin
                e_alu_out_B=1;
                d_dr_B=0;
            end
        end
        else if(rt_address==m_write_reg&&m_reg_write)
        begin
            if(m_is_load)
            begin
                m_read_data_B=1;
                d_dr_B=0;
            end
            else
            begin
                m_alu_out_B=1;
                d_dr_B=0;
            end
        end
    end
    if(is_link)
        d_rst=1;
end
endmodule
==> ./run.sh <==
#!/bin/bash
# OpenROAD 26Q1-2900-gdf79404cd8, Yosys 0.63+post, stock flow scripts
make -C /OpenROAD-flow-scripts/flow DESIGN_CONFIG=/design/flow/config.mk WORK_HOME=/design/flow/orfs finish
==> ./config.mk <==
export PLATFORM = sky130hd
export DESIGN_NAME = ControlUnit
export DESIGN_NICKNAME = ControlUnit
export VERILOG_FILES = /design/flow/design.v
export SDC_FILE = /design/flow/constraint.sdc
export NUM_CORES = 4
export LEC_CHECK = 1
export CORE_AREA = 10 10 91 91
export DIE_AREA = 0 0 101 101
==> ./constraint.sdc <==
current_design ControlUnit

set clk_period 4.8
set clk_io_pct 0.2

create_clock -name clk0 -period $clk_period

set non_clock_inputs [all_inputs -no_clocks]
set_input_delay [expr $clk_period * $clk_io_pct] -clock clk0 $non_clock_inputs
set_output_delay [expr $clk_period * $clk_io_pct] -clock clk0 [all_outputs]
==> results_slide.txt <==
Implementation Results

Final layout
  • Layout cell share with drive strength beyond 1: 5.288%
  • Post-Layout Cell Count: around 290
  • Area Growth Syn to Fin: 75.56%
  • Largest register FFs: 4

Route
  • Via Count: ~1.3k
  • Residual DRC: 0
  • Post-DRT Antenna Nets: 0
  • Drt first pass iters: 4
  • Wire length per cell: around 14 um
  • Vias/cell: 4.509
  • Final WL: 4113 um
  • Starting DRT DRC Count: 17
  • Number of diodes: 0

CTS
  • # resized after CTS: 0
  • Quantity of hold-fixing buffers added after cts: 0
  • Setup Buffers After CTS: 0

Synth
  • Largest area contributor in the netlist: xor2_1
  • Synth top cells by count: 14 x xor2_1, 12 x nor2_1, 9 x clkbuf_1, 9 x xnor2_1, 8 x nand3_1
  • Fraction of registers with async set/reset: 0%
  • Avg Inst Size Synth: between 6 and 7 um^2
  • Ys cells: 146
  • Synth warnings: 1
  • Top cells by area: xor2_1 12%, xnor2_1 7.8%, dlxtn_1 6.0%, nor2_1 4.5%, nand3_1 4.0%
  • Most frequent cell after synthesis: xor2_1
  • Gate Count Post-Synth: 146
  • Mapped cell area: slightly above 1000 um^2
  • Cell Type Count: 44
  • Top cell area share: 12.16%
  • Dominant Register Cell: dlxtn_1
  • EDFF count, synth: 0
  • Register bit total from synthesis: 4
  • Yosys stat area: 1008 um^2

Global route
  • First-pass GRT wire length: 6617 um
  • GR Util All Layers: 7.798%
  • Total grt overflow: 0
  • Largest net degree at the start of global routing: 17
  • Initial antenna violation count: 0
  • Number of global-route vias before repair: 1,299

STA
  • Final hold vios: 0
  • Final setup vio count: 0
  • Setup TNS: 0 ps
  • Slew Limit Fails: 0
  • Max Fclk: 225.8 MHz
  • Tmin final: 4428 ps
  • Final worst path period share: 92.25%
  • Endpoints left unconstrained: 8
  • Count of unclocked register or latch pins: 4
  • Final hold slack: about 3000 ps
  • Unrepaired setup endpoints after global routing: false
  • Worst slew pin tran: 623.9 ps
  • Slew Limit Headroom: between 50% and 60%

Place
  • Routability cong.: 0.8100
  • Buffers on Ports: around 68
  • Cells after DPL: between 200 and 300
  • Detailed Place HPWL: 3702 um

Job
  • Max Cap Viol: 0
  • OpenROAD warning count: 32

Setup path
  • CP Capture Type: output pin
  • Crit path max fanout: 5
  • Kind of critical path: input port to output pin
  • CP startpoint kind: input port
  • Worst Path Arrival: 3470 ps
  • Critical path data required time: 3840 ps

Die
  • Pre-Place Util: 15.88%
  • Die width: 101 um
  • Chip height: 101 um
  • Rows: 29
  • Die area: 10,200 um^2
  • Core area: ~6300 um^2
  • Io pins: 68

Hold path
  • Hold path depth: 3
  • Hold WC Path Type: input port to output pin

Outcome
  • Outcome: finished, final reports clean

Power
  • Overall Power: 0.1133 mW
  • Cell Pwr Density: 64.01 nW/um^2
  • VDD IR-drop max: roughly 0.038 mV
  • Leakage: 0.6194 nW
==> path summary, 6_finish.rpt <==
path / to / slack, ps / startpoint
worst max-delay path: m_read_data_B / 370 / opcode[2]
worst min-delay path: m_alu_out_B / 2960 / m_is_load
==> kinds of logic (layout without fill, tap and decap cells) <==
| group | count (synthesis) | after routing | synth area share, % |
|---|---|---|---|
| AOI/OAI and AO/OA | 33 | 33 | 25.68 |
| xor gates and xnor gates | 23 | 23 | 19.98 |
| buffers and inverters | 18 | 80 | 7.817 |
| latches | 4 | 4 | 5.956 |
| muxes | 2 | 2 | 1.985 |
| and+or+nand+nor | 66 | 66 | 38.58 |
==> cell type report <==
| cell class | count | area (um^2) |
|---|---|---|
| Fill cell | 684 | 4579 |
| Multi-Input combinational cell | 124 | 869.6 |
| Timing Repair Buffer | 73 | 718.2 |
| Tap cell | 77 | 96.34 |
| Sequential cell | 4 | 60.06 |
| Inverter | 7 | 26.28 |
==> routing by layer <==
layer	vias up	track usage, %	routed length [um]
li1	664	-	-
met1	570	9.860	1815
met2	51	12.87	1811
met3	0	3.257	486
met4	0	0	0
met5	-	0	0
==> power by group <==
group	internal, mW	switching [mW]	total [mW]
Clock	0	0	0
Sequential	0.00351	0.000380	0.00389
Combinational	0.0605	0.0489	0.109
Total	0.0640	0.0493	0.113
==> placed cells by master, fill, tap and decap left out, types with 3 or more instances in the layout <==
| cell type | count |
|---|---|
| nand4_1 | 3 |
| o21ai_0 | 7 |
| or3_1 | 3 |
| nor3_1 | 6 |
| xnor2_1 | 9 |
| dlxtn_1 | 4 |
| nand2_1 | 5 |
| inv_1 | 7 |
| buf_4 | 5 |
| nand3_1 | 8 |
| xor2_1 | 14 |
| clkdlybuf4s50_1 | 68 |
| nor4_1 | 5 |
| and2_1 | 5 |
| nand2b_1 | 4 |
| nor2b_1 | 4 |
| o32ai_1 | 3 |
| o21bai_1 | 3 |
| nor2_1 | 12 |
==> worst max-delay path: stages <==
cell and delay, ps:
clkdlybuf4s50_1 420, or4_4 590, nor4_4 260, a31oi_2 240
a2111oi_2 450, clkdlybuf4s50_1 540
==> through the flow <==
step / util, % / cell area, um^2 / worst slack, ps
floorplan: - / 1008 / 1459
global placement: 27.88 / 1770 / 398.9
detailed placement: 27.88 / 1770 / 356.1
CTS: 27.88 / 1770 / 340.7
global route: 27.88 / 1770 / 168.1
finish: 27.88 / 1770 / 372.1
No activity file was given, so power comes from the tool's default toggle rates.
