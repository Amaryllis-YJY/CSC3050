==> flow/design.v <==
module RegisterFile(
    input wire clk,
    input wire[4:0] a1,
    input wire[4:0] a2,
    input wire[4:0] a3,
    input wire reg_write,
    input wire[31:0] wd3,
    output reg[31:0] rd1,
    output reg[31:0] rd2
);
reg[31:0] reg_file[1:31];
always @(negedge clk)
begin
    if(reg_write&&a3!=0)
        reg_file[a3]<=wd3;
end
always @(*)
begin
    rd1=32'b0;
    rd2=32'b0;
    if(a1!=0)
        rd1=reg_file[a1];
    if(a2!=0)
        rd2=reg_file[a2];
end
endmodule
==> flow/run.sh <==
#!/bin/bash
# OpenROAD 26Q1-2900-gdf79404cd8, Yosys 0.63+post, stock flow scripts
make -C /OpenROAD-flow-scripts/flow DESIGN_CONFIG=/design/flow/config.mk WORK_HOME=/design/flow/orfs finish
==> flow/config.mk <==
export PLATFORM = sky130hd
export DESIGN_NAME = RegisterFile
export DESIGN_NICKNAME = RegisterFile
export VERILOG_FILES = /design/flow/design.v
export SDC_FILE = /design/flow/constraint.sdc
export NUM_CORES = 4
export LEC_CHECK = 1
export CORE_UTILIZATION = 30
==> flow/constraint.sdc <==
current_design RegisterFile

set clk_period 9.1
set clk_io_pct 0.2

create_clock -name clk0 -period $clk_period [get_ports {clk}]

set non_clock_inputs [all_inputs -no_clocks]
set_input_delay [expr $clk_period * $clk_io_pct] -clock clk0 $non_clock_inputs
set_output_delay [expr $clk_period * $clk_io_pct] -clock clk0 [all_outputs]
==> flow_metrics.env <==
# flow metrics
export IMPL_core_area_um2=152300
export IMPL_p_per_area_nw_per_um2=209.1
export IMPL_die_height_um=394.3
export IMPL_rows=143
export IMPL_drc=0
export IMPL_max_cap_viol_count=0
export IMPL_avgViaCountPerCell=5.261
export IMPL_top_area_frac=0.6453
export IMPL_warning_count=1018
export IMPL_avgSynthCellArea_um2=16.98
export IMPL_grt_first_pass_wirelength_mm=224.3
export IMPL_start_kind="register"
export IMPL_die_w_um=394.3
export IMPL_grt_max_degree=58
export IMPL_setup_violations=0
export IMPL_cts_sinks=992
export IMPL_final_cells=5991
export IMPL_hold_buffers=0
export IMPL_synth_edff_count=992
export IMPL_p_leak_nw=23.41
export IMPL_arrival_ns=7.25
export IMPL_drt_iter0_drc=2210
export IMPL_crit_family="multiplexers"
export IMPL_areaGrowthSynthToFinish_pct=26.37
export IMPL_ys_flops=992
export IMPL_path_max_fanout=2
export IMPL_gp_congestion=0.9230
export IMPL_grt_usage=0.2160
export IMPL_cts_tree="yes"
export IMPL_synth_cell_type_count=43
export IMPL_path_clk_slew_ns=0.03
export IMPL_finalHoldViolCount=0
export IMPL_path_buffers=1
export IMPL_tightest_slew_ns=0.9906
export IMPL_topCellsByArea="edfxtp_1, mux4_2, mux2i_1"
export IMPL_grt_pass1_vias=35220
export IMPL_slew_viol_final=0
export IMPL_slowest_stage="mux4_2"
export IMPL_detailed_place_hpwl_mm=90.82
export IMPL_cts_root_buf="clkbuf_16"
export IMPL_numPortBuffers=112
export IMPL_antenna_found_initial=10
export IMPL_wire_per_inst_um=26.40
export IMPL_synthFlopType="edfxtp_1"
export IMPL_critPathCaptureType="primary output"
export IMPL_first_pass_iters=7
export IMPL_maxSlewHeadroom=0.3396
export IMPL_ant_nets=0
export IMPL_finalPower_w=0.01220
export IMPL_slowest_delay_ns=0.50
export IMPL_ys_area_um2=46160
export IMPL_largest_area_cell="edfxtp_1"
export IMPL_netlist_area_um2=46160
export IMPL_htree_levels=3
export IMPL_vdd_drop_max_mv=0.1651
export IMPL_largest_reg_flops=992
export IMPL_crit_required_ns=7.28
export IMPL_yosysSeqAreaShare=0.6453
export IMPL_n_fill_cell=13770
export IMPL_vias=31520
export IMPL_drive_gt1_frac=0.1793
export IMPL_ios=113
export IMPL_yosysCellCount=2718
export IMPL_ys_warn_count=1
export IMPL_grt_overflow=0
export IMPL_cp_cell_sequence="mux4_2, a22oi_2, nand4_1, clkdlybuf4s50_1"
export IMPL_cts_buffers=103
export IMPL_top_regs="reg_file x992"
export IMPL_top_register="reg_file"
export IMPL_drt_wl_total_mm=158.2
export IMPL_hp_class="in2out"
export IMPL_syn_inst=2718
export IMPL_die_area_um2=155400
export IMPL_clk_path_buf_depth=3
export IMPL_fp_util=0.3032
export IMPL_critPathKind="reg2out"
export IMPL_status="finished clean"
export IMPL_async_flop_share=0
export IMPL_fin_util=0.3831
export IMPL_dp_cells=4799
-- per-layer routing --
layer	vias to the layer above	global-route usage	wire length, µm
li1	13690	-	-
met1	15230	0.2204	50970
met2	2279	0.2923	69580
met3	308	0.2196	32990
met4	16	0.07588	4285
met5	-	0.02340	360
-- worst paths after layout --
| kind | from | end | slack, ns | cells after the start |
|---|---|---|---|---|
| worst max-delay path | reg_file[7][30] | rd2[30] | 0.03 | 4 |
| worst min-delay path | a1[4] | rd1[27] | 4.27 | 4 |
-- cells in the final DEF, fill, tap and decap left out, types with 12 or more instances in the layout --
cell type           n
edfxtp_1          992
mux2_2             22
clkbuf_16         106
nand3_1            67
o2bb2ai_1          31
nor2_1             97
o221ai_1           22
dlymetal6s2s_1     12
dlygate4sd2_1      16
o22ai_1            42
a22oi_2            14
nor2_4             35
nor4_1             19
nand4_1            32
clkinvlp_2         29
mux4_2            227
bufinv_16          17
mux2i_1           505
buf_4             132
a22oi_1           192
inv_1            1018
nand2_1            24
a21oi_1            43
a211oi_2           14
inv_4              12
a221oi_2           14
clkdlybuf4s50_1    75
buf_12             30
-- report_power, final --
part	switching, W	total, W	internal, W
sequential	0.0000229	0.00515	0.00513
combinational	0.000587	0.000966	0.000378
clock	0.00290	0.00608	0.00318
-- synthesized netlist by cell type (26+ instances only) --
| cell | count |
|---|---|
| mux2i_1 | 505 |
| clkbuf_1 | 80 |
| nand3_1 | 69 |
| nor2_1 | 132 |
| buf_2 | 84 |
| o2bb2ai_1 | 31 |
| edfxtp_1 | 992 |
| o22ai_1 | 42 |
| mux4_2 | 227 |
| buf_4 | 34 |
| mux2_2 | 26 |
| a21oi_1 | 44 |
| a22oi_1 | 206 |
| nand4_1 | 32 |
-- layout make-up --
| class | instances | area (µm²) | area share |
|---|---|---|---|
| diodes | 2 | 5.005 | 0.00008580 |
| clock buffers | 106 | 2653 | 0.04547 |
| clock inverters | 1082 | 4659 | 0.07988 |
| inverters | 1 | 3.754 | 0.00006435 |
| multi-input cells | 1506 | 15950 | 0.2734 |
| flip-flops and latches | 992 | 29790 | 0.5107 |
| well taps | 2030 | 2540 | 0.04354 |
| repair buffers | 272 | 2733 | 0.04685 |
-- stage by stage --
| step | hold slack (ns) | area, µm² | worst slack [ns] | setup TNS [ns] |
|---|---|---|---|---|
| global route | 4.288 | 58330 | -0.008717 | -0.01094 |
| floorplan | 3.715 | 46160 | 0.3101 | 0 |
| detailed placement | 4.552 | 50600 | 0.4748 | 0 |
| global placement | 4.568 | 50600 | 0.4144 | 0 |
| finish | 4.268 | 58330 | 0.02641 | 0 |
| CTS | 4.534 | 58140 | -0.04042 | -0.04042 |
-- cell families (layout without fill, tap and decap cells) --
logic type | after synthesis | in the layout | synth area share
flops | 992 | 992 | 0.6453
other cells | 0 | 2 | 0
compound gates | 411 | 411 | 0.06690
buf+inv | 220 | 1461 | 0.02507
mux | 758 | 758 | 0.2266
simple gates | 337 | 337 | 0.03608
-- repair_timing --
action / in CTS / in global routing
pin swaps: 16 / 16
setup endpoints to repair: 30 / 25
gates cloned: 0 / 0
setup buffers: 3 / 2
hold endpoints to repair: 0 / 0
resized: 57 / 36
